**design.v**
```verilog
module MUXCY(output O, input CI, input DI, input S);
  assign O = S ? CI : DI;
endmodule
module MUXCY_L(output LO, input CI, input DI, input S);
  assign LO = S ? CI : DI;
endmodule
module MUXCY_D(output LO, output O, input CI, input DI, input S);
  assign LO = S ? CI : DI;
  assign O = LO;
endmodule
module XORCY(output O, input CI, input LI);
  assign O = CI ^ LI;
endmodule
module XOR2(output O, input I0, input I1);
  assign O = I0 ^ I1;
endmodule
module MyAddSub(input [7:0] A,B,
                input CI,ADD,
                output [7:0] S,
                output CO,OFL);
  wire C0,C1,C2,C3,C4,C5,C6;
  wire C6O;
  wire [7:0] I = A ^ B ^ {8{~ADD}};
  MUXCY_L MUXCY_L0 (.LO(C0),.CI(CI),.DI(A[0]),.S(I[0]) );
  MUXCY_L MUXCY_L1 (.LO(C1),.CI(C0),.DI(A[1]),.S(I[1]) );
  MUXCY_L MUXCY_L2 (.LO(C2),.CI(C1),.DI(A[2]),.S(I[2]) );
  MUXCY_L MUXCY_L3 (.LO(C3),.CI(C2),.DI(A[3]),.S(I[3]) );
  MUXCY_L MUXCY_L4 (.LO(C4),.CI(C3),.DI(A[4]),.S(I[4]) );
  MUXCY_L MUXCY_L5 (.LO(C5),.CI(C4),.DI(A[5]),.S(I[5]) );
  MUXCY_D MUXCY_D6 (.LO(C6),.O(C6O),.CI(C5),.DI(A[6]),.S(I[6]) );
  MUXCY   MUXCY_7  (.O(CO),.CI(C6),.DI(A[7]),.S(I[7]) );
  XORCY XORCY0 (.O(S[0]),.CI(CI),.LI(I[0]));
  XORCY XORCY1 (.O(S[1]),.CI(C0),.LI(I[1]));
  XORCY XORCY2 (.O(S[2]),.CI(C1),.LI(I[2]));
  XORCY XORCY3 (.O(S[3]),.CI(C2),.LI(I[3]));
  XORCY XORCY4 (.O(S[4]),.CI(C3),.LI(I[4]));
  XORCY XORCY5 (.O(S[5]),.CI(C4),.LI(I[5]));
  XORCY XORCY6 (.O(S[6]),.CI(C5),.LI(I[6]));
  XORCY XORCY7 (.O(S[7]),.CI(C6),.LI(I[7]));
  XOR2 X1(.O(OFL),.I0(C6O),.I1(CO));
endmodule
module NewAlu(input  [10:0] OP,  
           input  [7:0] A,    
           input  [7:0] X,    
           input  [7:0] Y,    
           input  [7:0] S,    
           input  [7:0] M,   
           input  [7:0] T,   
           input        CI,   
           input        VI,   
           output reg   CO,   
           output reg   VO,   
           output reg   SO,   
           output reg   ZO,   
           output reg [7:0] Result, 
           output reg [7:0] IntR);  
  wire [1:0] o_left_input, o_right_input;
  wire [2:0] o_first_op, o_second_op;
  wire o_fc;
  assign {o_left_input, o_right_input, o_first_op, o_second_op, o_fc} = OP;
  reg [7:0] L, R;
  reg CR;
  always begin
    casez(o_left_input)
    0: L = A;
    1: L = Y;
    2: L = X;
    3: L = A & X;
    endcase
    casez(o_right_input)
    0: R = M;
    1: R = T;
    2: R = L;
    3: R = S;
    endcase
    CR = CI;
    casez(o_first_op[2:1])
    0: {CR, IntR} = {R, CI & o_first_op[0]};   
    1: {IntR, CR} = {CI & o_first_op[0], R};   
    2: IntR = R;                               
    3: IntR = R + (o_first_op[0] ? 8'b1 : 8'b11111111);  
    endcase
  end
  wire [7:0] AddR;
  wire AddCO, AddVO;
  MyAddSub addsub(.A(L),.B(IntR),.CI(o_second_op[0] ? CR : 1'b1),.ADD(!o_second_op[2]), .S(AddR), .CO(AddCO), .OFL(AddVO));
  always begin
    casez(o_second_op)
    0:       {CO, Result} = {CR,    L | IntR};
    1:       {CO, Result} = {CR,    L & IntR};
    2:       {CO, Result} = {CR,    L ^ IntR};
    3, 6, 7: {CO, Result} = {AddCO, AddR};
    4, 5:    {CO, Result} = {CR,    IntR};
    endcase
    ZO = (Result == 0);
    VO = VI;
    casez(o_second_op)
    1: if (!o_fc) VO = IntR[6];  
    3: VO = AddVO;               
    7: if (o_fc) VO = AddVO;     
    endcase
    SO = (o_second_op == 1 && !o_fc) ? IntR[7] : Result[7];
  end
endmodule
module AddressGenerator(input clk, input ce,
                        input [4:0] Operation, 
                        input [1:0] MuxCtrl,
                        input [7:0] DataBus, T, X, Y,
                        output [15:0] AX,
                        output Carry);
  reg [7:0] AL, AH;
  reg SavedCarry;
  assign AX = {AH, AL};
  wire [2:0] ALCtrl = Operation[4:2];
  wire [1:0] AHCtrl = Operation[1:0];
  wire [7:0] NewAL;
  assign {Carry,NewAL} = {1'b0, (MuxCtrl[1] ? T : AL)} + {1'b0, (MuxCtrl[0] ? Y : X)};
  wire TmpVal = (!AHCtrl[1] | SavedCarry);
  wire [7:0] TmpAdd = (AHCtrl[1] ? AH : AL) + {7'b0, TmpVal};
  always @(posedge clk) if (ce) begin
    SavedCarry <= Carry;
    if (ALCtrl[2])
      case(ALCtrl[1:0])
      0: AL <= NewAL;
      1: AL <= DataBus;
      2: AL <= TmpAdd;
      3: AL <= T;
      endcase
    case(AHCtrl[1:0])
    0: AH <= AH;
    1: AH <= 0;
    2: AH <= TmpAdd;
    3: AH <= DataBus;
    endcase
  end
endmodule
module ProgramCounter(input clk, input ce,
                      input [1:0] LoadPC,
                      input GotInterrupt,
                      input [7:0] DIN,
                      input [7:0] T,
                      output reg [15:0] PC, output JumpNoOverflow);
  reg [15:0] NewPC;
  assign JumpNoOverflow = ((PC[8] ^ NewPC[8]) == 0) & LoadPC[0] & LoadPC[1];
  always begin
    case (LoadPC) 
    0,1: NewPC = PC + {15'b0, (LoadPC[0] & ~GotInterrupt)};
    2:   NewPC = {DIN,T};
    3:   NewPC = PC + {{8{T[7]}},T};
    endcase
  end
  always @(posedge clk)
    if (ce)
      PC <= NewPC;    
endmodule
module CPU(input clk, input ce, input reset,
           input [7:0] DIN,
           input irq,
           input nmi,
           output reg [7:0] dout, output reg [15:0] aout,
           output reg mr,
           output reg mw);
  reg [7:0] A, X, Y;
  reg [7:0] SP, T, P;
  reg [7:0] IR;
  reg [2:0] State;
  reg GotInterrupt;
  reg IsResetInterrupt;
  wire [15:0] PC;
  reg JumpTaken;
  wire JumpNoOverflow;
  wire [37:0] MicroCode;
  wire [1:0] LoadSP = MicroCode[1:0];             
  wire [1:0] LoadPC = MicroCode[3:2];             
  wire [1:0] AddrBus = MicroCode[5:4];            
  wire [2:0] MemWrite = MicroCode[8:6];           
  wire [4:0] AddrCtrl = MicroCode[13:9];       
  wire       FlagCtrl = MicroCode[14];            
  wire [1:0] LoadT = MicroCode[16:15];            
  wire [1:0] StateCtrl = MicroCode[18:17];
  wire [2:0] FlagsCtrl = MicroCode[21:19];
  wire [15:0] IrFlags = MicroCode[37:22];
  wire [7:0] NextIR = (State == 0) ? (GotInterrupt ? 8'd0 : DIN) : IR;
  wire IsBranchCycle1 = (IR[4:0] == 5'b10000) && State[0];
  reg [2:0] NextState;
  always begin
    case (StateCtrl)
    0: NextState = State + 3'd1;
    1: NextState = (AXCarry ? 3'd4 : 3'd5);
    2: NextState = (IsBranchCycle1 && JumpTaken) ? 2 : 0;  
    3: NextState = (JumpNoOverflow ? 3'd0 : 3'd4);
    endcase
  end
  wire [15:0] AX;
  wire AXCarry;
AddressGenerator addgen(clk, ce, AddrCtrl, {IrFlags[0], IrFlags[1]}, DIN, T, X, Y, AX, AXCarry);
MicroCodeTable micro2(clk, ce, reset, NextIR, NextState, MicroCode);
  wire [7:0] AluR;
  wire [7:0] AluIntR;
  wire CO, VO, SO,ZO;
NewAlu new_alu(IrFlags[15:5], A,X,Y,SP,DIN,T, P[0], P[6], CO, VO, SO, ZO, AluR, AluIntR);
always @(posedge clk) if (reset) begin
  A <= 0;
  X <= 0;
  Y <= 0;
end else if (ce) begin
  if (FlagCtrl & IrFlags[2]) X <= AluR;
  if (FlagCtrl & IrFlags[3]) A <= AluR;
  if (FlagCtrl & IrFlags[4]) Y <= AluR;
end
ProgramCounter pc(clk, ce, LoadPC, GotInterrupt, DIN, T, PC, JumpNoOverflow);
reg IsNMIInterrupt;
reg LastNMI;
wire turn_nmi_on = (AddrBus != 3) && !IsResetInterrupt && nmi && !LastNMI;
wire nmi_remembered = (AddrBus != 3) && !IsResetInterrupt ? nmi : LastNMI;
wire turn_nmi_off = (AddrBus == 3) && (State[0] == 0);
wire nmi_active = turn_nmi_on ? 1 : turn_nmi_off ? 0 : IsNMIInterrupt;
always @(posedge clk) begin
  if (reset) begin
    IsNMIInterrupt <= 0;
    LastNMI <= 0;
  end else if (ce) begin
    IsNMIInterrupt <= nmi_active;
    LastNMI <= nmi_remembered;
  end
end
always begin
  dout = 8'bX;
  case (MemWrite[1:0])
  'b00: dout = T;
  'b01: dout = AluR;
  'b10: dout = {P[7:6], 1'b1, !GotInterrupt, P[3:0]};
  'b11: dout = State[0] ? PC[7:0] : PC[15:8];
  endcase
  mw = MemWrite[2] && !IsResetInterrupt;  
  mr = !mw;
end
always begin
  case (AddrBus)
  0: aout = PC;
  1: aout = AX;
  2: aout = {8'h01, SP};
  3: aout = {13'b1111_1111_1111_1, !IsNMIInterrupt, !IsResetInterrupt, ~State[0]};
  endcase 
end
always @(posedge clk) begin
  if (reset) begin
    State <= 0;
    IR <= 0;
    GotInterrupt <= 1;
    IsResetInterrupt <= 1;
    P <= 'h24;
    SP <= 0;
    T <= 0;
    JumpTaken <= 0;
  end else if (ce) begin      
    case (LoadSP)
    0,2,3: SP <= SP + { {7{LoadSP[0]}}, LoadSP[1] };
    1: SP <= X;
    endcase 
    case (LoadT)
    2: T <= DIN;
    3: T <= AluIntR;
    endcase
    if (FlagCtrl) begin
      case(FlagsCtrl)
      0: P <= P;       
      1: {P[0], P[1], P[6], P[7]} <= {CO, ZO, VO, SO};  
      2: P[2] <= 1;      
      3: P[6] <= 0;      
      4: {P[7:6],P[3:0]} <= {DIN[7:6], DIN[3:0]};  
      5: P[0] <= IR[5];  
      6: P[2] <= IR[5];  
      7: P[3] <= IR[5];  
      endcase
    end
    case (DIN[7:5])
    0: JumpTaken <= ~P[7];  
    1: JumpTaken <=  P[7];  
    2: JumpTaken <= ~P[6];  
    3: JumpTaken <=  P[6];  
    4: JumpTaken <= ~P[0];  
    5: JumpTaken <=  P[0];  
    6: JumpTaken <= ~P[1];  
    7: JumpTaken <=  P[1];  
    endcase
    if (StateCtrl == 2'b10) begin
      GotInterrupt <= (irq & ~P[2]) | nmi_active;
      IsResetInterrupt <= 0;
    end
    IR <= NextIR;
    State <= NextState;
  end
end
endmodule
```
**run.sh**
```bash
#!/bin/bash
# OpenROAD 26Q1-2900-gdf79404cd8, Yosys 0.63+post, stock flow scripts
make -C /OpenROAD-flow-scripts/flow DESIGN_CONFIG=/design/flow/config.mk WORK_HOME=/design/flow/orfs finish
```
**config.mk**
```make
export PLATFORM = sky130hd
export DESIGN_NAME = NewAlu
export DESIGN_NICKNAME = NewAlu
export VERILOG_FILES = /design/flow/design.v
export SDC_FILE = /design/flow/constraint.sdc
export NUM_CORES = 4
export LEC_CHECK = 1
export CORE_AREA = 10 10 111 111
export DIE_AREA = 0 0 121 121
```
**constraint.sdc**
```tcl
current_design NewAlu

set clk_period 13.7
set clk_io_pct 0.2

create_clock -name clk0 -period $clk_period

set non_clock_inputs [all_inputs -no_clocks]
set_input_delay [expr $clk_period * $clk_io_pct] -clock clk0 $non_clock_inputs
set_output_delay [expr $clk_period * $clk_io_pct] -clock clk0 [all_outputs]
```
==> run summary <==
This memo summarizes the results of the implementation run.

GRT
The initial antenna violation count is 0. The first global-routing pass estimated 15500 um of wire. The maximum number of pins on one net before global-route repair is 40. The overall fraction of global-route tracks in use is 0.129. The global route total overflow is 0. The number of global-route vias before repair is 2898.

Logic synthesis
For this run, the chip area from Yosys synthesis comes to 2650 um2. The total of warnings raised by yosys is 1. Synthesis instantiated 78 different standard cells from the library. Counting every instance in the synthesized netlist gives 375. The mean instance size in the synthesized netlist is 7.07 um2.

For this design, Yosys synthesis ends with a cell count of 375. The sequential fraction of the synthesis area is 0. The synthesized area is 2650 um2.

STA
Setup repair after global routing left no endpoint under its margin. The final max-slew violation count recorded for this run is 0. In this build the clock could be raised as far as 82.3 MHz. The final-report hold violation count is 0.

The transition time recorded at the tightest slew-check pin is 0.801 ns. Of the available clock period, the critical path in the final layout requires 0.887. The final timing report counts setup violations totalling 0.

The post-route setup TNS is 0 ns. The post-route minimum period is 12.15 ns. The headroom to the max-slew limit is 0.464.

Route
The post-detailed-route DRC marker count is 0. The per-cell via count in the routed design is 5.43. Once detail routing completed, the nets flagged for antenna violations numbered 0. The number of detailed-route iterations in the first pass is 5. The final wirelength is 9710 um. The final antenna diode tally reported by the flow is 0.

For this block, the initial DRC count from the detailed router was 172. The final route contains 3069 vias. Per the detail_route report, routed wire per instance is 17.2 um.

Power
The share of total power dissipated in the clock network is 0. The share of total power dissipated in sequential elements is 0. The highest supply drop recorded on VDD is 28.5 uV.

The combinational power share is 1.000. The net switching power is 118 uW. The switching share of power is 0.514.

The leakage power total is 1.38 nW. Internal power comes to 112 uW. The power density normalized to cell area is 66.6 nW/um2.

Floorplan
The number of cell rows is 36. The effective utilization at floorplan is 0.269. In this run the full chip footprint comes out at 14600 um2. The number of top-level pins is 81.

The die is 121 um tall. The horizontal die dimension is 121 um. The placeable core area is 9860 um2.

Final layout
Summing all flip-flop and latch instances after layout gives 0 um2. In the final layout, the clock buffer count is 0. The total number of sequential cells is 0. The fraction of final layout cells with drive strength greater than 1 is 0.0995. The dominant logic cell type in the layout is clkdlybuf4s50_1. The final report gives the standard cell area, fillers excluded, as 3460 um2.

Per the run report, area growth between synthesis and finish was 30.6%. The most common logic cells in the final layout are clkdlybuf4s50_1 (81), nor2_1 (33), nand2_1 (31), a21oi_1 (31), inv_1 (26).

Setup path
The startpoint type of the worst setup path is a primary input. The maximum fanout count along the critical path is 12. The longest individual stage delay on the worst path is 0.59 ns.

The data arrival time of the worst path is 9.41 ns. The endpoint class of the critical path is a primary output. Data on the critical path is required at its endpoint by 10.96 ns.

The critical path runs through a total of 26 cells. The worst setup path is of the in2out kind. The standard cell with the maximum stage delay on the critical path is clkdlybuf4s50_1.

The cell family contributing the most delay on the critical path is AND-OR/OR-AND gates. The cell repeated most along the worst path is a21oi_1. The worst path buffer plus inverter count is 3.

Run
The number of warnings reported in the stage logs is 40. The number of maximum-capacitance violations recorded for the run is 0.

Worst hold path
The number of cells on the worst hold path is 4. Note that the worst hold path type here is in2out.

Place
The HPWL after detailed placement is 7910 um. The final estimated routing congestion in global placement is 0.909. After detailed placement, the total cell area comes to 3460 um2. The tally of buffers added on design ports is 81.

Status
The run finished with clean final reports.

CTS
The number of setup buffers added after CTS is 0. Buffers inserted to repair hold after CTS numbered 0. The number of gates resized after cts is 0.
[final timing paths]
check	startpoint	to	slack [ns]
setup / recovery	OP[10]	VO	1.55
hold / removal	VI	VO	6.58
[logic make-up (layout without fill, tap and decap cells)]
family                     count (synthesis)  count (layout)  share of synthesized area
xor gates and xnor gates                  14              14                     0.0491
adders and majority gates                 24              24                      0.116
and+or+nand+nor                          130             130                      0.269
buffers and inverters                     56             113                      0.115
muxes                                     16              16                     0.0765
AOI/OAI and AO/OA                        135             135                      0.375
[worst min-delay path, cell delays in order]
cell and delay [ns]:
clkdlybuf4s50_1 0.47, o22ai_1 0.17, a21oi_1 0.06, clkdlybuf4s50_1 0.41
[power by group through the flow]
stage	Sequential (mW)	Clock [mW]	Combinational, mW
after CTS	0	0	0.231
after global routing	0	0	0.257
final	0	0	0.230
[Yosys cell counts, types with 6 or more instances]
library cell  instances  area share
nor2_1               33       0.047
a21oi_1              31       0.059
nand2_1              31       0.044
inv_1                26       0.037
ha_1                 23        0.11
o21ai_0              16       0.030
clkbuf_1             12       0.017
o22ai_1              11       0.026
a211oi_1              9       0.025
mux2i_1               9       0.034
nand3_1               9       0.017
nand2b_1              8       0.019
nor3_1                8       0.015
xnor2_1               8       0.026
buf_6                 6       0.025
o221ai_1              6       0.020
or2b_1                6       0.017
[stage by stage]
step	std cells	hold WS (ns)	worst slack (ns)	utilization	total power, mW
after global placement	565	6.58	1.74	0.351	0.228
after global routing	565	6.64	0.940	0.351	0.257
final	565	6.58	1.55	0.351	0.230
after floorplan	375	5.59	3.33	-	0.157
after detailed placement	565	6.58	1.57	0.351	0.230
after CTS	565	6.59	1.54	0.351	0.231
[area by class of cell]
type | count | area, um2
fillers | 1029 | 6400
multi-input cells | 319 | 2350
repair buffers | 86 | 848
inverters | 27 | 101
well taps | 133 | 166
[layer usage]
metal  vias up  GRT usage  part of all wire
met3         0     0.0392              0.11
met4         0          0                 0
li1       1536          -                 -
met1      1402      0.190              0.48
met2       131      0.190              0.41
met5         -          0                 0
Power figures rest on the tool's default switching activity, not on a simulated workload.
