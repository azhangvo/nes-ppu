[flow/design.v]
module DmaController(input clk, input ce, input reset,
                     input odd_cycle,                
                     input sprite_trigger,           
                     input dmc_trigger,              
                     input cpu_read,                 
                     input [7:0] data_from_cpu,      
                     input [7:0] data_from_ram,      
                     input [15:0] dmc_dma_addr,      
                     output [15:0] aout,             
                     output aout_enable,             
                     output read,                    
                     output [7:0] data_to_ram,       
                     output dmc_ack,                 
                     output pause_cpu);              
  reg dmc_state;
  reg [1:0] spr_state;
  reg [7:0] sprite_dma_lastval;
  reg [15:0] sprite_dma_addr;      
  wire [8:0] new_sprite_dma_addr = sprite_dma_addr[7:0] + 8'h01;
  always @(posedge clk) if (reset) begin
    dmc_state <= 0;
    spr_state <= 0;    
    sprite_dma_lastval <= 0;
    sprite_dma_addr <= 0;
  end else if (ce) begin
    if (dmc_state == 0 && dmc_trigger && cpu_read && !odd_cycle) dmc_state <= 1;
    if (dmc_state == 1 && !odd_cycle) dmc_state <= 0;
    if (sprite_trigger) begin sprite_dma_addr <= {data_from_cpu, 8'h00}; spr_state <= 1; end
    if (spr_state == 1 && cpu_read && odd_cycle) spr_state <= 3;
    if (spr_state[1] && !odd_cycle && dmc_state == 1) spr_state <= 1;
    if (spr_state[1] && odd_cycle) sprite_dma_addr[7:0] <= new_sprite_dma_addr[7:0];
    if (spr_state[1] && odd_cycle && new_sprite_dma_addr[8]) spr_state <= 0;
    if (spr_state[1]) sprite_dma_lastval <= data_from_ram;
  end
  assign pause_cpu = (spr_state[0] || dmc_trigger) && cpu_read;
  assign dmc_ack   = (dmc_state == 1 && !odd_cycle);
  assign aout_enable = dmc_ack || spr_state[1];
  assign read = !odd_cycle;
  assign data_to_ram = sprite_dma_lastval;
  assign aout = dmc_ack ? dmc_dma_addr : !odd_cycle ? sprite_dma_addr : 16'h2004;
endmodule
module MemoryMultiplex(input clk, input ce,
                       input [21:0] prg_addr, input prg_read, input prg_write, input [7:0] prg_din,
                       input [21:0] chr_addr, input chr_read, input chr_write, input [7:0] chr_din,
                       output [21:0] memory_addr,    
                       output memory_read_cpu,       
                       output memory_read_ppu,       
                       output memory_write,          
                       output [7:0] memory_dout);
  reg saved_prg_read, saved_prg_write;
  assign memory_addr = (chr_read || chr_write) ? chr_addr : prg_addr;
  assign memory_write = (chr_read || chr_write) ? chr_write : saved_prg_write;
  assign memory_read_ppu = chr_read;
  assign memory_read_cpu = !(chr_read || chr_write) && (prg_read || saved_prg_read);
  assign memory_dout = chr_write ? chr_din : prg_din;
  always @(posedge clk) if (ce) begin
    if (chr_read || chr_write) begin
      saved_prg_read <= prg_read || saved_prg_read;
      saved_prg_write <= prg_write || saved_prg_write;
    end else begin
      saved_prg_read <= 0;
      saved_prg_write <= prg_write;
    end
  end
endmodule
module NES(input clk, input reset, input ce,
           input [31:0] mapper_flags,
           output [15:0] sample,  
           output [5:0] color,   
           output joypad_strobe, 
           output [1:0] joypad_clock,  
           input [1:0] joypad_data,  
           input [4:0] audio_channels,  
           output [21:0] memory_addr,    
           output memory_read_cpu,       
           input [7:0] memory_din_cpu,   
           output memory_read_ppu,       
           input [7:0] memory_din_ppu,   
           output memory_write,          
           output [7:0] memory_dout,
           output [8:0] cycle,
           output [8:0] scanline,
           output reg [31:0] dbgadr,
           output [1:0] dbgctr
           );
  reg [7:0] from_data_bus;
  wire [7:0] cpu_dout;
  wire odd_or_even;  
  reg [1:0] cpu_cycle_counter;
  always @(posedge clk) begin
    if (reset)
      cpu_cycle_counter <= 0;
    else if (ce)
      cpu_cycle_counter <= (cpu_cycle_counter == 2) ? 0 : cpu_cycle_counter + 1;
  end
  wire nmi;
  reg nmi_active;
  always @(posedge clk) begin
    if (reset)
      nmi_active <= 0;
    else if (ce && cpu_cycle_counter == 0)
      nmi_active <= nmi;
  end
  wire apu_ce =        ce && (cpu_cycle_counter == 2);
  wire [15:0] cpu_addr;
  wire cpu_mr, cpu_mw;
  wire pause_cpu;
  reg apu_irq_delayed;
  reg mapper_irq_delayed;
  CPU cpu(clk, apu_ce && !pause_cpu, reset, from_data_bus, apu_irq_delayed | mapper_irq_delayed, nmi_active, cpu_dout, cpu_addr, cpu_mr, cpu_mw);
  wire [15:0] dma_aout;
  wire dma_aout_enable;
  wire dma_read;
  wire [7:0] dma_data_to_ram;
  wire apu_dma_request, apu_dma_ack;
  wire [15:0] apu_dma_addr;
  wire [15:0] addr = dma_aout_enable ? dma_aout : cpu_addr;
  wire [7:0]  dbus = dma_aout_enable ? dma_data_to_ram : cpu_dout;
  wire mr_int      = dma_aout_enable ? dma_read : cpu_mr;
  wire mw_int      = dma_aout_enable ? !dma_read : cpu_mw;
  DmaController dma(clk, apu_ce, reset, 
                    odd_or_even,                     
                    (addr == 'h4014 && mw_int),      
                    apu_dma_request,                 
                    cpu_mr,                          
                    cpu_dout,                        
                    from_data_bus,                   
                    apu_dma_addr,                    
                    dma_aout,
                    dma_aout_enable, 
                    dma_read,
                    dma_data_to_ram,
                    apu_dma_ack,
                    pause_cpu);
  wire apu_cs = addr >= 'h4000 && addr < 'h4018;
  wire [7:0] apu_dout;
  wire apu_irq;
  APU apu(clk, apu_ce, reset,
          addr[4:0], dbus, apu_dout, 
          mw_int && apu_cs, mr_int && apu_cs,
          audio_channels,
          sample,
          apu_dma_request,
          apu_dma_ack,
          apu_dma_addr,
          from_data_bus,
          odd_or_even,
          apu_irq);
  wire joypad1_cs = (addr == 'h4016);
  wire joypad2_cs = (addr == 'h4017);
  assign joypad_strobe = (joypad1_cs && mw_int && cpu_dout[0]);
  assign joypad_clock =  {joypad2_cs && mr_int, joypad1_cs && mr_int};
  wire mr_ppu     = mr_int && (cpu_cycle_counter == 2);
  wire mw_ppu     = mw_int && (cpu_cycle_counter == 0);
  wire ppu_cs = addr >= 'h2000 && addr < 'h4000;
  wire [7:0] ppu_dout;            
  wire chr_read, chr_write;       
  wire [13:0] chr_addr;           
  wire [7:0] chr_from_ppu;        
  wire [7:0] chr_to_ppu;
  wire [19:0] mapper_ppu_flags;   
  PPU ppu(clk, ce, reset, color, dbus, ppu_dout, addr[2:0],
          ppu_cs && mr_ppu, ppu_cs && mw_ppu,
          nmi,
          chr_read, chr_write, chr_addr, chr_to_ppu, chr_from_ppu,
          scanline, cycle, mapper_ppu_flags);
  wire [15:0] prg_addr = addr;
  wire [7:0] prg_din = dbus;
  wire prg_read = mr_int && (cpu_cycle_counter == 0) && !apu_cs && !ppu_cs;
  wire prg_write = mw_int && (cpu_cycle_counter == 0) && !apu_cs && !ppu_cs;
  wire prg_allow, vram_a10, vram_ce, chr_allow;
  wire [21:0] prg_linaddr, chr_linaddr;
  wire [7:0] prg_dout_mapper, chr_from_ppu_mapper;
  wire cart_ce = (cpu_cycle_counter == 0) && ce;
  wire mapper_irq;
  wire has_chr_from_ppu_mapper;
  MultiMapper multi_mapper(clk, cart_ce, ce, reset, mapper_ppu_flags, mapper_flags, 
                           prg_addr, prg_linaddr, prg_read, prg_write, prg_din, prg_dout_mapper, from_data_bus, prg_allow,
                           chr_read, chr_addr, chr_linaddr, chr_from_ppu_mapper, has_chr_from_ppu_mapper, chr_allow, vram_a10, vram_ce, mapper_irq);
  assign chr_to_ppu = has_chr_from_ppu_mapper ? chr_from_ppu_mapper : memory_din_ppu;
  always @(posedge clk) if (reset) begin
    mapper_irq_delayed <= 0;
    apu_irq_delayed <= 0;
  end else begin
    if (ce)
      mapper_irq_delayed <= mapper_irq;
    if (apu_ce)
      apu_irq_delayed <= apu_irq;
  end
  MemoryMultiplex mem(clk, ce, prg_linaddr, prg_read && prg_allow, prg_write && prg_allow, prg_din, 
                               chr_linaddr, chr_read,              chr_write && (chr_allow || vram_ce), chr_from_ppu,
                               memory_addr, memory_read_cpu, memory_read_ppu, memory_write, memory_dout);
  always @* begin
    if (apu_cs) begin
      if (joypad1_cs)
        from_data_bus = {7'b0100000, joypad_data[0]};
      else if (joypad2_cs)
        from_data_bus = {7'b0100000, joypad_data[1]};
      else
        from_data_bus = apu_dout;
    end else if (ppu_cs) begin
      from_data_bus = ppu_dout;
    end else if (prg_allow) begin
      from_data_bus = memory_din_cpu;
    end else begin
      from_data_bus = prg_dout_mapper;
    end
  end
endmodule
[flow/run.sh]
#!/bin/bash
# OpenROAD 26Q1-2900-gdf79404cd8, Yosys 0.63+post, stock flow scripts
make -C /OpenROAD-flow-scripts/flow DESIGN_CONFIG=/design/flow/config.mk WORK_HOME=/design/flow/orfs finish
[flow/config.mk]
export PLATFORM = sky130hd
export DESIGN_NAME = DmaController
export DESIGN_NICKNAME = DmaController
export VERILOG_FILES = /design/flow/design.v
export SDC_FILE = /design/flow/constraint.sdc
export NUM_CORES = 4
export LEC_CHECK = 1
export CORE_AREA = 10 10 108 108
export DIE_AREA = 0 0 118 118
[flow/constraint.sdc]
current_design DmaController

set clk_period 3.4
set clk_io_pct 0.2

create_clock -name clk0 -period $clk_period [get_ports {clk}]

set non_clock_inputs [all_inputs -no_clocks]
set_input_delay [expr $clk_period * $clk_io_pct] -clock clk0 $non_clock_inputs
set_output_delay [expr $clk_period * $clk_io_pct] -clock clk0 [all_outputs]
==> results.py <==
# Synthesis and PnR figures
metrics = {
    "power": {
        "p_per_area_nw_per_um2": 283,
        "total_power_w": 0.000628,
        "peakVddDrop_mv": 0.136,
        "power_leakage_nw": 0.691,
    },
    "critical_path": {
        "r2r-end": "sprite_dma_addr[6]$_SDFFE_PP0P_",
        "cp.arrival_ns": 2.15,
        "max_stage_delay_ns": 0.53,
        "reg2reg_depth": 3,
        "cp_max_fo": 6,
        "critPathLaunchType": "input pin",
        "crit_start": "odd_cycle",
        "end_kind": "output port",
        "r2r_start": "spr_state[1]$_SDFFE_PP0P_",
        "cp_slowest_cell": "clkdlybuf4s50_1",
        "crit_required_ns": 2.72,
        "cpMostUsedCell": "clkdlybuf4s50_1",
        "cp_cell_sequence": "clkdlybuf4s50_1, nor2b_1, or2_2, clkdlybuf4s50_1",
        "regToRegSetupSlack_ns": 1.69,
        "path_delay_family": "buffers and inverters",
        "critPathBufInv": 2,
        "crit_type": "in2out",
    },
    "finish": {
        "seqCellArea_um2": 541,
        "fillers": 1033,
        "mi_logic_area_um2": 753,
        "drive_gt1_frac": 0.0420,
        "syn_to_final_growth_pct": 61.1,
    },
    "logic_synthesis": {
        "ys_types": 29,
        "yosys_cells": 176,
        "syn_area_per_cell_um2": 7.83,
        "ys_seq_frac": 0.392,
        "yosysChipArea_um2": 1380,
        "ys.flops": 27,
        "syn_inst": 176,
        "syn-cell-area_um2": 1380,
        "synth_warnings": 1,
    },
    "clock_tree": {
        "clock_path_buffers": 2,
        "worstSkewPairLatency_ns": 0.27,
        "cts_tree": "done",
        "numCtsBuffers": 3,
        "cts.hold.buffers_added": 0,
        "htree_levels": 1,
        "root_buffer": "clkbuf_8",
        "cts.repair.resized": 0,
        "post-cts-setup-buffers": 0,
        "cts_num_sinks": 27,
        "path_clk_slew_ns": 0.10,
    },
    "floorplan": {
        "num_io_pins": 67,
        "fp.dieW_um": 118,
        "core_util_floorplan": 0.149,
        "die_h_um": 118,
        "core_um2": 9280,
        "dieArea_um2": 13900,
        "rows": 35,
    },
    "route": {
        "post_drt_via_cell_ratio": 3.90,
        "drt_iter0_drc": 88,
        "postRouteAntennaNets": 0,
        "vias": 1433,
        "route.detailed.drc": 0,
        "drt-wirelength-per-cell_um": 13.2,
        "n_antenna_cell": 0,
        "routed_wl_mm": 4.83,
        "drt-pass1-iter-count": 4,
    },
    "sta": {
        "slew_violations": 0,
        "max_slew_margin": 0.534,
        "skew_ns": 0.00215,
        "tightest_slew_ns": 0.692,
        "fin_crit_ns": 2.83,
        "period_used_share": 0.831,
        "timing.final.hold_violations": 0,
        "grt_setup_unrepaired": "false",
        "setup_viol": 0,
        "max_freq_ghz": 0.354,
        "setup_ws_ns": 0.574,
        "tns_ns": 0,
    },
    "grt": {
        "grt_first_pass_wirelength_mm": 7.94,
        "grt_max_degree": 17,
        "grt_pass1_vias": 1442,
        "grt_overflow": 0,
        "antenna_found_initial": 0,
        "grt_use_total": 0.0681,
    },
    "worst_hold_path": {
        "worstHoldStart": "sprite_dma_lastval[6]$_SDFFE_PP0P_",
        "min_path_type": "reg2reg",
        "holdPathStages": 2,
        "hold_end": "sprite_dma_lastval[6]$_SDFFE_PP0P_",
    },
    "place": {
        "gp_congestion": 0.779,
        "numPortBuffers": 66,
        "pre_cts_ws_ns": 0.548,
        "hpwl_mm": 3.83,
    },
    "run": {
        "maxCapViolCount": 0,
        "tool_warnings": 25,
    },
    "run_status": {
        "outcome": "finished clean",
    },
}
-- synthesized netlist by cell type (all sizes together) --
| master | count | area (µm²) |
|---|---|---|
| dfxtp | 27 | 541 |
| a21oi | 25 | 129 |
| nand2 | 23 | 86.3 |
| nand3 | 21 | 105 |
| mux2i | 16 | 160 |
| nor2 | 14 | 52.6 |
| buf | 9 | 47.5 |
| inv | 7 | 26.3 |
| o31ai | 5 | 37.5 |
| or4 | 5 | 37.5 |
| o21ai | 4 | 20.0 |
| clkbuf | 3 | 11.3 |
| a211oi | 2 | 15.0 |
| nand4 | 2 | 12.5 |
| o21a | 2 | 15.0 |
| a31o | 1 | 8.76 |
| a41oi | 1 | 8.76 |
| and2 | 1 | 6.26 |
| ha | 1 | 12.5 |
| nand3b | 1 | 7.51 |
| nor2b | 1 | 6.26 |
| nor3 | 1 | 5.00 |
| nor4 | 1 | 6.26 |
| o31a | 1 | 8.76 |
| or2 | 1 | 6.26 |
| or3 | 1 | 6.26 |
-- registers in the layout, summed over array words and instances (netlist names) --
name / cells
sprite_dma_addr: 16
sprite_dma_lastval: 8
spr_state: 2
dmc_state: 1
-- routing by layer --
layer,track usage,routed length [µm],up-vias
li1,-,-,748
met1,0.0869,2130,641
met2,0.110,2270,40
met3,0.0228,343,4
met4,0.0131,88,0
met5,0,0,-
-- cell type report --
class                   count  area share
well taps                 129      0.0727
flip-flops and latches     27       0.243
clock buffers               3      0.0186
multi-input cells         130       0.339
repair buffers             70       0.311
inverters                   7      0.0118
clock inverters             1     0.00338
-- through the flow --
step / area [µm²] / std cells / util / hold slack, ns
2_1_floorplan: 1380 / 176 / - / 0.422
3_3_place_gp: 2170 / 363 / 0.234 / 0.443
3_5_place_dp: 2170 / 363 / 0.234 / 0.449
4_1_cts: 2220 / 367 / 0.239 / 0.464
5_1_grt: 2220 / 367 / 0.239 / 0.486
6_report: 2220 / 367 / 0.239 / 0.461
-- tightest hold or removal path, cell delays in order (launching register included) --
cell	delay, ns
dfxtp_1	0.32
nand2_1	0.05
a21oi_1	0.05
-- worst max path at each step --
stage	endpoint	slack [ns]	cells after the start
global route	aout_enable	0.48	4
CTS	aout_enable	0.54	4
finish	aout_enable	0.57	4
-- kinds of logic after synthesis --
logic type,share of synthesized area
adders and majority gates,0.00907
muxes,0.116
and+or+nand+nor,0.245
DFF,0.392
buffers and inverters,0.0617
AOI/OAI and AO/OA,0.176
-- cell usage in the layout, fill, tap and decap left out, types with 4 or more instances in the layout --
cell / count
a21oi_1: 24
buf_4: 4
clkdlybuf4s50_1: 66
dfxtp_1: 27
inv_1: 7
mux2i_1: 16
nand2_1: 23
nand3_1: 21
nor2_1: 14
o21ai_0: 4
o31ai_1: 5
or4_1: 5
-- power breakdown --
part / switching [W] / total, W / internal [W]
Clock: 0.000107 / 0.000190 / 0.0000832
Sequential: 0.00000568 / 0.000328 / 0.000322
Combinational: 0.0000422 / 0.000110 / 0.0000676
No activity file was given, so power comes from the tool's default toggle rates.
